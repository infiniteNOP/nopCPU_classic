## flow/design.v

```verilog
module alu  (input [7:0] a,b,
             input [3:0] opcode,
             output reg [7:0] y);
    reg [7:0] o, an, n, x, add, sub, rs, rsn;
    always @* begin
        o <= a | b;
        an <= a & b;
        n <= ~a;
        x <= a ^ b;
        add <= a + b;
        sub <= a - b;
        rs <= a >> 1;
        rsn <= a >> b;
        case (opcode)
            4'h0  :   y <= o;
            4'h1  :   y <= an;
            4'h2  :   y <= n;
            4'h3  :   y <= x;
            4'h4  :   y <= add;
            4'h5  :   y <= sub;
            4'h6  : y <= rs;
            4'h7  : y <= rsn;
            default: y <= 8'bZ;
        endcase
    end
endmodule  
module control (input clk, reset, interrupt,
                input [7:0] datamem_data, datamem_address, regfile_out1, 
                input [7:0] regfile_out2, alu_out, usermem_data_in,
                output reg [3:0] alu_opcode,
                output reg [7:0] regfile_data,usermem_data_out,
                output reg [1:0] regfile_read1, regfile_read2, regfile_writereg,
                output reg [7:0] usermem_address, pc_jmpaddr,
                output reg rw, regfile_regwrite, pc_jump);
    parameter state0 = 3'b001;
    parameter state1 = 3'b010;
    parameter state2 = 3'b100;
    reg [2:0] stage;
    reg [7:0] instruction_c;
    reg [7:0] instruction;
    reg [7:0] prevaddr;
    reg is_onecyc;
    reg is_rts;
    reg is_nop;
    reg eq;
    always @(*) begin
        instruction_c <= datamem_data;
        is_onecyc <= (instruction_c[7:4] <= 4'h7);
        is_rts <= (instruction_c[7:4] == 4'hb);
        is_nop <= (instruction_c == 8'h9f);
        alu_opcode <= instruction_c[7:4];
        regfile_read1 <= is_onecyc ? instruction_c[3:2] : instruction[3:2];
        regfile_read2 <= is_onecyc ? instruction_c[1:0] : instruction[1:0];
        regfile_writereg <= instruction[1:0];
        eq <= (regfile_out1 == regfile_out2);
    end
    always @(posedge clk)
        if(interrupt == 1)
        begin
            prevaddr <= datamem_address;
            pc_jump <= 1;
            pc_jmpaddr <= 8'hfd;
            stage <= state2;
        end
        else if(reset == 1)
        begin
            {instruction, regfile_data, usermem_data_out, usermem_address} <= 8'b0;
            {rw, regfile_regwrite} <= 1'b0;
            pc_jump <= 1;
            pc_jmpaddr <= 8'b0;
            stage <= state2;
        end
        else if (stage == state0)
        begin
            rw <= 0;
            instruction <= datamem_data;
            if (is_onecyc)
            begin
                rw <= 0;
                regfile_regwrite <= 1;
                regfile_data <= alu_out;
                stage <= state0;
            end
            else if (is_onecyc == 0)
                if (is_rts)  
                begin
                    pc_jump <= 1;
                    regfile_regwrite <= 0;
                    pc_jmpaddr <= prevaddr + 1;
                    stage <= state2;
                end
                else if (is_rts == 0)
                    if (is_nop)  
                        stage <= state0;
                    else  
                        stage <= state1;
        end
        else if (stage == state1)
        begin
            pc_jmpaddr <= datamem_data;
            case (instruction[7:4])
                4'h8  :
                begin
                    rw <= 0;
                    regfile_regwrite <= 1;
                    regfile_data <= datamem_data;
                    stage <= state0;
                end
                4'h9  :
                begin
                    regfile_regwrite <= 0;
                    rw <= 0;
                    pc_jump <= 1;
                    stage <= state2;
                end
                4'ha  :
                begin
                    regfile_regwrite <= 0;
                    rw <= 0;
                    prevaddr <= datamem_address;
                    pc_jump <= 1;
                    stage <= state2;
                end
                4'hc  :
                begin
                    rw <= 0;
                    regfile_regwrite <= 0;
                    if(eq)
                    begin
                        prevaddr <= datamem_address;
                        pc_jump <= 1;
                    end
                    stage <= state2;
                end
                4'hd  :
                begin
                    rw <= 0;
                    regfile_regwrite <= 0;
                    if(eq == 0)
                    begin
                        prevaddr <= datamem_address;
                        pc_jump <= 1;
                    end
                    stage <= state2;
                end
                4'he  :
                begin
                    rw <= 1;
                    regfile_regwrite <= 0;
                    usermem_address <= datamem_data;
                    usermem_data_out <= regfile_out1;
                    stage <= state0;
                end
                4'hf  :
                begin
                    rw <= 0;
                    usermem_address <= datamem_data;
                    regfile_regwrite <= 1;
                    regfile_data <= usermem_data_in;
                    stage <= state0;
                end
            endcase
        end
        else if(stage == state2)
        begin
            instruction <= datamem_data;
            pc_jump <= 0;
            stage <= state0;
        end
endmodule  
module pc(input clk, reset, jump,
          input [7:0] jmpaddr,
          output reg[7:0] data);
    always @(posedge clk) begin
        if (reset == 1)
            data <= 8'b0;
        else if (reset == 0)
        begin
            if (jump == 1)
                data <= jmpaddr;
            else
                data <= data + 1;
        end
    end
endmodule  
module cpu(input clk, reset, interrupt,
           input [7:0] datamem_data, usermem_data_in,
           output [7:0] datamem_address, usermem_address, usermem_data_out,
           output rw);
    wire [1:0] regfile_read1, regfile_read2, regfile_writereg; 
    wire [7:0] pc_jumpaddr, regfile_data, regfile_out1, regfile_out2;
    wire [7:0] alu_out;
    wire [3:0] alu_opcode;
    pc pc0(clk, reset, pc_jump, pc_jumpaddr, datamem_address);
    regfile reg0(regfile_read1, regfile_read2, regfile_writereg,
                 regfile_data, clk,  regfile_regwrite,
                 regfile_out1, regfile_out2);
    alu alu0(regfile_out1, regfile_out2, alu_opcode, alu_out);
    control cntrl0(clk, reset, interrupt, datamem_data, datamem_address, regfile_out1, regfile_out2,
                   alu_out, usermem_data_in, alu_opcode, 
                   regfile_data, usermem_data_out, regfile_read1, regfile_read2,
                   regfile_writereg, usermem_address,
                   pc_jumpaddr, rw, regfile_regwrite,
                   pc_jump); 
endmodule  
module regfile (input [1:0] readreg1, readreg2, writereg,
                input [7:0] data,
                input clk, regwrite,
                output [7:0] read1, read2);
    reg [7:0] registerfile [3:0];
    initial begin
        registerfile[2'd0] <= 8'b0;
        registerfile[2'd1] <= 8'b0;
        registerfile[2'd2] <= 8'b0;
        registerfile[2'd3] <= 8'b0;
    end 
    always @(posedge clk) begin
        if(regwrite == 1)
            registerfile[writereg] <= data;
    end
    assign read1 = (regwrite && readreg1 == writereg)? data: registerfile[readreg1];
    assign read2 = regwrite? data: registerfile[readreg2];
endmodule  
```

## flow/run.sh

```bash
#!/bin/bash
# OpenROAD 26Q1-2900-gdf79404cd8, Yosys 0.63+post, stock flow scripts
make -C /OpenROAD-flow-scripts/flow DESIGN_CONFIG=/design/flow/config.mk WORK_HOME=/design/flow/orfs finish
```

## flow/config.mk

```make
export PLATFORM = sky130hd
export DESIGN_NAME = cpu
export DESIGN_NICKNAME = cpu
export VERILOG_FILES = /design/flow/design.v
export SDC_FILE = /design/flow/constraint.sdc
export NUM_CORES = 4
export LEC_CHECK = 1
export CORE_UTILIZATION = 50
```

## flow/constraint.sdc

```tcl
current_design cpu

set clk_period 7.1
set clk_io_pct 0.2

create_clock -name clk0 -period $clk_period [get_ports {clk}]

set non_clock_inputs [all_inputs -no_clocks]
set_input_delay [expr $clk_period * $clk_io_pct] -clock clk0 $non_clock_inputs
set_output_delay [expr $clk_period * $clk_io_pct] -clock clk0 [all_outputs]
```

==> qor.txt <==
Initial Util: 0.512
vias in the first global route: 5293
Distinct lib cells used: 77
gr usage total: 0.315
EDFF count, synth: 74
vias: 5646
final clock skew: 0.0109 ns
Synth Instances: 686
TritonCTS buffer count: 9
post-synth top area cell: edfxtp_1
unrepaired setup endpoints after global routing: no
first-pass GRT wire length: 30.0 mm
clk slew on worst S/H paths: 0.07 ns
chip width: 116 microns
Antenna Violating Nets Remaining: 0
fmax: 167 MHz
Synth Warn #: 7
critical path required time: 7.09 ns
grt ovf: 0
Final Cycle Share: 0.843
cells along the critical path: clkdlybuf4s50_1 > mux2i_2 > buf_4 > mux2i_1 > a221oi_1 > a31oi_1 > nor2_1 > inv_1 > ha_1 > or3_1 > nand2b_1 > o41ai_1 > a21oi_1 > o21bai_1
core area: 12600 sq um
HP Class: flip-flop to flip-flop
setup TNS: 0 ns
post-DR wirelength/cell: 21.6 microns
initial antenna violation count: 0
DRC: 0
DRT iter0 DRCs: 607
Final setup viols: 0
# H-tree levels: 3
status: finished, final reports clean
clk latency of the worst-skew pair: 0.36 ns
Rel. slew slack: 0.395
synthesized area: 6460 sq um
Yosys Instances: 686
Area leader share: 0.344
total I/O pin count: 44
slowest CP cell: clkdlybuf4s50_1
CTS root buf: clkbuf_16
type of origin of the critical path: input port
num rows: 41
CP endpoint kind: flip-flop
Slew @ Worst Pin: 0.907 ns
count of final hold-check violations: 0
Clock Path Buffers: 2
Chip Area, Yosys: 6460 sq um
synthesized area per cell: 9.42 sq um
P_leak: 2.76 nW
Post-DP HPWL: 14.3 mm
Placer Congestion: 0.990
drt via density: 6.33
area delta synth->final: 13.4%
Clock Sinks: 94
Post-synth seq share: 0.406
largest net degree at the start of global routing: 38
DR pass1 iterations: 5
Antenna Cells: 0
top cells by area, synth: edfxtp_1, dfxtp_1, mux2i_1
hold buffers post-CTS: 0
Top FF cell, synth: edfxtp_1
FFs w/ async S/R, synth: 0
Routed Wire Length: 19.3 mm
Final Core Density: 0.581
WS Path Type: input port to flip-flop
Die Area: 13400 sq um
OpenROAD warnings: 35
layout cells sized above 1: 0.0903
Pwr Density: 215 nW/um^2
Max stage delay on crit path: 0.60 ns
Max Cap Viol: 0
port buffer count: 43
Die H: 116 microns
Post-CTS Resized: 0
Setup Fix Bufs, Post-CTS: 0
worst vdd ir: 0.000122 V
Synth flops: 94
CTS tree: done
Critical Path AT: 5.98 ns
final slew viol count: 0
crit path max fanout: 16
post-layout min period: 5.99 ns
-- synthesized netlist by cell type (6+ instances only) --
cell type / n
o21bai_1: 8
mux4_2: 7
o21ai_0: 20
a21oi_1: 63
xnor2_1: 10
nor3_1: 23
a221oi_1: 8
a31oi_1: 15
buf_2: 7
dfxtp_1: 20
o22ai_1: 6
clkbuf_1: 24
and3_1: 8
nor2b_1: 8
mux2i_1: 37
or3_1: 10
nand3_1: 23
edfxtp_1: 74
o31ai_1: 6
nand2_1: 56
inv_1: 29
nor2_1: 79
ha_1: 22
a211oi_1: 14
o211ai_1: 8
xor2_1: 9
-- stage by stage --
step / power, mW / setup WS [ns] / hold WS, ns / area (sq um) / std cells
after global placement: 1.11 / 0.882 / 0.480 / 7040 / 876
after detailed placement: 1.10 / 0.810 / 0.483 / 7040 / 876
final: 1.58 / 1.11 / 0.508 / 7330 / 892
after floorplan: 0.967 / 1.81 / 0.428 / 6460 / 686
after CTS: 1.58 / 1.15 / 0.510 / 7330 / 892
after global routing: 1.65 / 0.804 / 0.526 / 7330 / 892
-- layout make-up --
| cell class | count | area (sq um) |
|---|---|---|
| inverter | 36 | 136 |
| sequential | 94 | 2620 |
| fill | 1086 | 5290 |
| clock inverter | 7 | 62.6 |
| tap | 172 | 215 |
| multi-input combinational | 516 | 3520 |
| clock buffer | 9 | 225 |
| timing repair buffer | 58 | 543 |
-- layout by cell type, fill, tap and decap left out, drive strengths merged, types with 7 or more instances in the layout --
cell / Yosys / layout
nor2b: 8 / 8
a211oi: 14 / 14
o211ai: 8 / 8
clkbuf: 24 / 9
ha: 22 / 22
a221oi: 8 / 8
clkinv: 4 / 7
inv: 32 / 36
nand2: 56 / 56
a21oi: 65 / 65
o21ai: 21 / 21
nor3: 25 / 25
xor2: 9 / 9
xnor2: 10 / 10
edfxtp: 74 / 74
clkdlybuf4s50: 0 / 43
o21bai: 8 / 8
nor2: 80 / 80
a31oi: 16 / 16
or3: 10 / 10
mux2i: 41 / 41
and3: 8 / 8
buf: 16 / 15
mux4: 7 / 7
nand3: 23 / 23
dfxtp: 20 / 20
-- flip-flops by register name, summed over array words and instances (netlist names), 3 cells and up --
signal                   cells
cntrl0.regfile_data          8
pc0.data                     8
cntrl0.usermem_address       8
cntrl0.prevaddr              8
cntrl0.usermem_data_out      8
cntrl0.stage                 3
reg0.registerfile           32
cntrl0.pc_jmpaddr            8
cntrl0.instruction           8
-- per-layer routing --
layer	up-vias	global-route usage	routed length, microns	share of wire
li1	2630	-	-	-
met1	2697	0.492	8730	0.45
met2	282	0.470	8580	0.44
met3	37	0.0730	1540	0.080
met4	0	0.0641	443	0.023
met5	-	0	0	0
-- kinds of logic after synthesis --
logic type               after synthesis  share of synthesized area
XOR/XNOR                              21                     0.0327
multiplexers                          52                      0.102
AND-OR/OR-AND                        189                      0.199
buffers and inverters                 76                     0.0497
adder cells (fa/ha/maj)               23                     0.0441
flip-flops                            94                      0.406
AND/OR/NAND/NOR                      231                      0.167
-- path summary, 6_finish.rpt --
path                         start                  to  slack [ns]  cells past startpoint
min reg2reg            pc0.data[7]  cntrl0.prevaddr[7]        0.51                      0
max reg2reg  cntrl0.instruction[2]  cntrl0.prevaddr[7]        2.49                     13
min                    pc0.data[7]  cntrl0.prevaddr[7]        0.51                      0
max                datamem_data[7]  cntrl0.prevaddr[7]        1.11                     14
-- where the power goes --
| group | total (mW) | switching [mW] | internal, mW | leakage, nW |
|---|---|---|---|---|
| Combinational | 0.445 | 0.271 | 0.174 | 1.74 |
| Sequential | 0.660 | 0.0314 | 0.628 | 0.873 |
| Clock | 0.475 | 0.229 | 0.246 | 0.144 |
-- critical path, delay by kind of cell --
kind	cells	cell delay (ns)
AND-OR/OR-AND	5	1.38
adder cells (fa/ha/maj)	1	0.44
buffers and inverters	3	1.07
multiplexers	2	0.59
AND/OR/NAND/NOR	3	1.06
Power figures rest on the tool's default switching activity, not on a simulated workload.
